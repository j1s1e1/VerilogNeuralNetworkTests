[flow/run.sh]
#!/bin/bash
# OpenROAD 26Q1-2900-gdf79404cd8, Yosys 0.63+post, stock flow scripts
make -C /OpenROAD-flow-scripts/flow DESIGN_CONFIG=/design/flow/config.mk WORK_HOME=/design/flow/orfs finish
[flow/config.mk]
export PLATFORM = sky130hd
export DESIGN_NAME = single_multiply_accumulate
export DESIGN_NICKNAME = single_multiply_accumulate
export VERILOG_FILES = /design/flow/design.v
export SDC_FILE = /design/flow/constraint.sdc
export NUM_CORES = 4
export LEC_CHECK = 1
export CORE_UTILIZATION = 50
[flow/constraint.sdc]
current_design single_multiply_accumulate

set clk_period 19.9
set clk_io_pct 0.2

create_clock -name clk0 -period $clk_period [get_ports {clk}]

set non_clock_inputs [all_inputs -no_clocks]
set_input_delay [expr $clk_period * $clk_io_pct] -clock clk0 $non_clock_inputs
set_output_delay [expr $clk_period * $clk_io_pct] -clock clk0 [all_outputs]
[flow/design.v]
`timescale 1ns / 1ps
module leading_zero_count
#
(
parameter WIDTH = 64
)
(
input [WIDTH-1:0] a,
output reg [$clog2(WIDTH):0] c
);
integer i;
always @(a)
  begin
    c = WIDTH;
    for (i = 0; i < WIDTH; i = i + 1)
      if (a[i]) c = WIDTH - 1 - i;
  end
endmodule
`timescale 1ns / 1ps
module single_add_1clk(
input rstn,
input clk,
input in_valid,
input [31:0] a,
input [31:0] b,
output reg out_valid,
output wire [31:0] c
);
localparam SUM_SHIFT = 40 - 25;
reg [31:0] c_int;
wire [39:0] sum;
wire a_zero;
wire b_zero;
wire expa_gt_expb;
wire expb_gt_expa;
wire mana_gt_manb;
wire manb_gt_mana;
wire a_gt_b;
wire [5:0] ashift;
wire [5:0] bshift;
wire minus;
wire [5:0] leading_zeros;
assign c = c_int;
assign a_zero = (a == 0); 
assign b_zero = (b == 0);     
assign expa_gt_expb = (a[30:23] > b[30:23]) ? 1 : 0;
assign expb_gt_expa = (b[30:23] > a[30:23]) ? 1 : 0;
assign mana_gt_manb = (a[22:0] > b[22:0]) ? 1 : 0;
assign manb_gt_mana = (b[22:0] > a[22:0]) ? 1 : 0;
assign a_gt_b = (expa_gt_expb | (!expb_gt_expa & mana_gt_manb));
assign ashift = expb_gt_expa ? 
                    (b[30:23] - a[30:23] < 24) ? b[30:23] - a[30:23] : 24
                    : 0;
assign bshift = expa_gt_expb ? 
                    (a[30:23] - b[30:23] < 24) ? a[30:23] - b[30:23] : 24                     
                    : 0;                    
assign minus = a[31] != b[31];  
always @(posedge clk)
  out_valid <= in_valid;                    
always @(posedge clk)
  if (!rstn)
    c_int[31] <= 0;
  else
    c_int[31] <= (a[31] == b[31]) ? a[31] :
             expa_gt_expb ? a[31] :
             expb_gt_expa ? b[31] :
             mana_gt_manb ? a[31] : 
             manb_gt_mana ? b[31] : 0;
always @(posedge clk)
  if (!rstn)
    c_int[30:23] <= 0;
  else             
    c_int[30:23] <= (leading_zeros < 40) ?
                    expb_gt_expa ?
                    b[30:23] + (8'b1 - leading_zeros):
                    a[30:23] + (8'b1 - leading_zeros):
                    0;
always @(posedge clk)
  if (!rstn)
    c_int[22:0] <= 0;
  else
    c_int[22:0] <= (leading_zeros < 40) ?
                       (leading_zeros < 16) ?
                            sum >> (16 - leading_zeros):
                            sum << (leading_zeros - 16): 
                       0;
assign sum = (minus) ?
                (a_gt_b) ?
                    ({1'b1,a[22:0]} << (SUM_SHIFT - ashift)) - ({1'b1,b[22:0]} << (SUM_SHIFT - bshift)) :
                    ({1'b1,b[22:0]} << (SUM_SHIFT - bshift)) - ({1'b1,a[22:0]} << (SUM_SHIFT - ashift)) :
                (a_zero) ?
                    (b_zero) ?
                         0 :
                    ({1'b1,b[22:0]} << (SUM_SHIFT - bshift)) :
                (b_zero) ?
                    ({1'b1,a[22:0]} << (SUM_SHIFT - ashift)) :
                    ({1'b1,a[22:0]} << (SUM_SHIFT - ashift)) + ({1'b1,b[22:0]} << (SUM_SHIFT - bshift));            
leading_zero_count #(.WIDTH(40))
leading_zero_count1
(
.a(sum),
.c(leading_zeros)
);          
endmodule
`timescale 1ns / 1ps
module single_multiply(
input rstn,
input clk,
input in_valid,
input [31:0] a,
input [31:0] b,
output reg out_valid,
output reg [31:0] c
);
reg [47:0] temp;
reg sign;
reg [7:0] exp;
reg in_valid_d;
always @(posedge clk)
  in_valid_d <= in_valid;
always @(posedge clk)
  out_valid <= in_valid_d;
always @(posedge clk)
  if ((a == 0) | (b==0))
    temp <= 0;
  else
    temp <= {23'b1,a[22:0]} * {23'b1,b[22:0]};
always @(posedge clk)
  sign <= a[31] ^ b[31];
always @(posedge clk)
  if (!rstn)
    c[31] <= 0;
  else
    c[31] <= sign;
always @(posedge clk)
  exp <= a[30:23] + b[30:23];
always @(posedge clk)
  if (!rstn)
    c[30:23] <= 0;
  else
    if (temp[47])
      c[30:23] <= exp - 8'h7E; 
    else
      if (temp == 0)
        c[30:23] <= 0;
      else
        c[30:23] <= exp - 8'h7F;    
always @(posedge clk)
  if (!rstn)
    c[22:0] <= 0;
  else
    if (temp[47])
      c[22:0] <= temp  >> 24;
    else
      c[22:0] <= temp  >> 23;
endmodule
`timescale 1ns / 1ps
module single_multiply_accumulate(
input rstn,
input clk,
input clear,
input in_valid,
input [31:0] a,
input [31:0] b,
output reg [31:0] c
);
wire [31:0] product;
wire [31:0] sum;
wire out_valid_mult;
wire out_valid_sum;
wire [31:0] a_in;
assign a_in = (out_valid_sum) ? sum : c;
always @(posedge clk)
  if (!rstn | clear)
    c <= 0;
  else
    if (out_valid_sum)
      c <= sum;
    else
      c <= c;
single_multiply single_multiply1(
.rstn(rstn),
.clk(clk),
.in_valid(in_valid),
.a(a),
.b(b),
.out_valid(out_valid_mult),
.c(product)
);      
single_add_1clk single_add_1clk1(
.rstn(rstn),
.clk(clk),
.in_valid(out_valid_mult),
.a(a_in),
.b(product),
.out_valid(out_valid_sum),
.c(sum)
);
endmodule
==> impl_metrics.json <==
{
  "status": "completed",
  "cts_root_buf": "clkbuf_16",
  "cp.arrival_ns": 16.32,
  "via_per_inst": 6.32,
  "ys_sh_simple": 0.211,
  "cp_slowest_stage_delay_ns": 0.70,
  "htreeDepth": 4,
  "yosys.area_share.aoi": 0.214,
  "grt_use_total": 0.416,
  "slew_violations": 0,
  "min_period_over_period": 0.799,
  "crit_path_top_delay_cell": "a221oi_1",
  "io_pins": 100,
  "cts_inserted_buffers": 17,
  "yosysWarnings": 5,
  "setup_viol": 0,
  "hold_class": "reg -> reg",
  "ff_type": "dfxtp_1",
  "grt_start_max_net_pins": 57,
  "grt.busiest_layer": "met2",
  "synth.area.mux_share": 0.0545,
  "drtIter0Drc": 3988,
  "coreArea_um2": 85400,
  "cts_tree": "done",
  "use_met1": 0.547,
  "wirelength_um": 174000,
  "warning_count": 120,
  "clockBufferDepth": 2,
  "synth_cell_types": 117,
  "logic_family": "adder cells",
  "fmax_ghz": 0.0629,
  "dr.pass1.iters": 6,
  "syn_area_per_cell_um2": 7.69,
  "fa_ha_area_frac": 0.330,
  "whs_ns": 0.328,
  "cts_setup_buffers": 0,
  "die_x_um": 296,
  "edf_count": 0,
  "cts_hold_buf": 0,
  "postRouteAntennaNets": 0,
  "yosys_area_um2": 43200,
  "rows": 107,
  "design_area_um2": 46300,
  "clk_latency_ns": 0.49,
  "clock_sink_count": 156,
  "syn_inst": 5624,
  "antenna_found_initial": 3,
  "crit_path_max_fanout": 52,
  "timing.setup.tns_ns": 0,
  "finalCriticalPeriod_ns": 15.90,
  "use_met2": 0.634,
  "vias": 42700,
  "overflow": 0,
  "rsz0062_at_grt": "false",
  "worstSetupStartpointType": "flop",
  "place_congestion": 1.11,
  "dp_hpwl_um": 140000,
  "clk_pin_slew_ns": 0.09,
  "async_flop_share": 0,
  "worst_setup_path_end_kind": "flop",
  "drive_gt1_frac": 0.0645,
  "place_area_um2": 45700,
  "maxCapViolCount": 0,
  "grt_pass1_vias": 41800,
  "syn_area_um2": 43200,
  "xor_share": 0.0251,
  "synth_seq_share": 0.0722,
  "area_growth_pct": 7.16,
  "crit_top_cell": "buf_4",
  "required_ns": 20.33,
  "ys_cells": 5624,
  "worstMarginPinSlew_ns": 1.14,
  "fp_util": 0.506,
  "grt_pass1_wl_um": 261000,
  "grt_util_met3": 0.122,
  "cts_resized": 0,
  "drt-wirelength-per-cell_um": 25.7,
  "fin_skew_ns": 0.0305,
  "fp.dieH_um": 296,
  "critPathKind": "reg -> reg",
  "hold_viol": 0,
  "die_area_um2": 87700,
  "ys.flops": 156,
  "drc": 0,
  "relSlewSlack": 0.230,
  "portBuffers": 99
}
==> cells in the mapped netlist, types with 19 or more instances <==
cell | instances | area, µm²
inv_1 | 730 | 2740
nand2_1 | 604 | 2270
fa_1 | 489 | 9790
nor2_1 | 407 | 1530
ha_1 | 358 | 4480
a21oi_1 | 326 | 1630
and2_1 | 267 | 1670
clkbuf_1 | 231 | 867
o21ai_0 | 231 | 1160
mux2i_1 | 161 | 1610
dfxtp_1 | 156 | 3120
nor3_1 | 103 | 515
nand3_1 | 102 | 510
xnor2_1 | 94 | 823
a21o_1 | 90 | 676
nor4_1 | 74 | 463
nand4_1 | 65 | 407
a211oi_1 | 60 | 450
nand2b_1 | 53 | 332
nor2b_1 | 53 | 332
o21bai_1 | 51 | 383
mux2_2 | 49 | 552
o22ai_1 | 49 | 307
a31oi_1 | 46 | 288
o211ai_1 | 45 | 338
buf_2 | 39 | 195
o31ai_1 | 39 | 293
and3_1 | 34 | 213
o221ai_1 | 34 | 298
o21a_1 | 32 | 240
or2_2 | 31 | 194
or3_1 | 30 | 188
a22oi_1 | 28 | 210
buf_1 | 28 | 105
xor2_1 | 28 | 245
a221oi_1 | 27 | 236
a21boi_0 | 19 | 143
a221o_1 | 19 | 190
==> metrics by stage <==
stage,util,setup slack [ns],instances
4_1_cts,0.542,4.49,6756
6_report,0.543,4.00,6758
3_3_place_gp,0.536,4.65,6724
3_5_place_dp,0.536,4.55,6724
5_1_grt,0.542,3.15,6756
2_1_floorplan,-,6.82,5625
==> final timing paths <==
| path | to | startpoint | cells past startpoint | slack (ns) |
|---|---|---|---|---|
| setup / recovery | single_add_1clk1.c_int[3]$_SDFF_PN0_ | single_add_1clk1.out_valid$_DFF_P_ | 46 | 4.00 |
| hold / removal | single_add_1clk1.out_valid$_DFF_P_ | single_multiply1.out_valid$_DFF_P_ | 0 | 0.33 |
| setup reg to reg | single_add_1clk1.c_int[3]$_SDFF_PN0_ | single_add_1clk1.out_valid$_DFF_P_ | 46 | 4.00 |
| hold reg to reg | single_add_1clk1.out_valid$_DFF_P_ | single_multiply1.out_valid$_DFF_P_ | 0 | 0.33 |
==> critical path, delay by kind of cell, from the launching register on <==
family,cells,cell delay (ns)
XOR/XNOR,1,0.17
AND-OR/OR-AND,16,4.63
buffers and inverters,8,2.15
multiplexers,2,0.69
AND/OR/NAND/NOR,15,6.08
flip-flops,1,0.31
adder cells (fa/ha/maj),4,1.70
==> logic make-up after synthesis <==
kind of cell | count (synthesis)
multiplexers | 219
other | 1
XOR/XNOR | 123
buffers and inverters | 1044
adder cells (fa/ha/maj) | 847
flip-flops | 156
AND/OR/NAND/NOR | 1884
AND-OR/OR-AND | 1350
==> cell type report <==
class / count / area [µm²]
tap: 1144 / 1430
clock inverter: 15 / 170
antenna: 2 / 5.00
timing repair buffer: 265 / 2240
clock buffer: 17 / 425
multi-input combinational: 4425 / 36200
inverter: 734 / 2760
sequential: 156 / 3130
fill: 8172 / 39100
==> per-layer routing <==
layer	routed length (µm)	vias to the layer above
li1	-	19200
met4	11700	6
met2	78000	2327
met1	65900	20600
met3	17900	554
met5	54	-
==> layout by cell type (no fill, tap or decap), types with 93 or more instances in the layout <==
cell and instances:
and2_1 267, inv_1 730, nand3_1 102, nor2_1 407
nand2_1 604, ha_1 356, xnor2_1 93, buf_4 166
nor3_1 103, a21oi_1 325, mux2i_1 161, clkdlybuf4s50_1 99
o21ai_0 231, fa_1 489, dfxtp_1 154
==> flip-flops by register name, summed over array words and instances (netlist names) <==
signal and flops:
single_add_1clk1.c_int 32, single_multiply1.out_valid 1, single_multiply1.exp 8, c 32, single_multiply1.sign 1, single_multiply1.c 32, single_add_1clk1.out_valid 1, single_multiply1.in_valid_d 1
single_multiply1.temp 48
